### ./config.mk
export PLATFORM = sky130hd
export DESIGN_NAME = TDI_Generator
export DESIGN_NICKNAME = TDI_Generator
export VERILOG_FILES = /design/flow/design.v
export SDC_FILE = /design/flow/constraint.sdc
export NUM_CORES = 4
export LEC_CHECK = 1
export CORE_UTILIZATION = 40
### ./constraint.sdc
current_design TDI_Generator

set clk_period 1.4
set clk_io_pct 0.2

create_clock -name clk0 -period $clk_period [get_ports {TCK}]

set non_clock_inputs [all_inputs -no_clocks]
set_input_delay [expr $clk_period * $clk_io_pct] -clock clk0 $non_clock_inputs
set_output_delay [expr $clk_period * $clk_io_pct] -clock clk0 [all_outputs]
### ./design.v
module TDI_Generator (to_TDI, scan_pattern,  load, enable_bypass_pattern, TCK);
  parameter 			BSC_Reg_size = 253;
  output				to_TDI;
  input 	[BSC_Reg_size -1: 0]	scan_pattern;
  input				load, enable_bypass_pattern, TCK;
  reg	[BSC_Reg_size -1: 0]	TDI_Reg;
  wire				enableTDO = testbench_tap.M0.enableTDO;
  assign to_TDI = TDI_Reg [0];
  always @ (posedge TCK) if (load) TDI_Reg <= scan_pattern;
    else if (enableTDO || enable_bypass_pattern) 
      TDI_Reg <= TDI_Reg >> 1;
endmodule
module TDO_Monitor (to_TDI, from_TDO, strobe, TCK);
  parameter 			BSC_Reg_size = 253;
  output				to_TDI;
  input				from_TDO, strobe, TCK;
  reg	[BSC_Reg_size -1: 0]	TDI_Reg, Pattern_Buffer_1, Pattern_Buffer_2, 
				Captured_Pattern, TDO_Reg;
  reg 				Error;
  parameter			test_width = 5;
  wire enableTDO = testbench_tap.M0.enableTDO;
  wire	[test_width -1: 0]		Expected_out = 
Pattern_Buffer_2 [BSC_Reg_size -1: BSC_Reg_size - test_width];
  wire	[test_width -1: 0]		ASIC_out = 
TDO_Reg [BSC_Reg_size - 1: BSC_Reg_size - test_width];
  initial 				Error = 0;
always @ (negedge enableTDO) if (strobe == 1) Error = |(Expected_out ^ ASIC_out);
  always @ (posedge TCK) if (enableTDO) begin
      Pattern_Buffer_1 <= {to_TDI, Pattern_Buffer_1 [BSC_Reg_size -1: 1]};
      Pattern_Buffer_2 <= {Pattern_Buffer_1 [0], Pattern_Buffer_2 [BSC_Reg_size -1: 1]};
      TDO_Reg <= {from_TDO, TDO_Reg [BSC_Reg_size -1: 1]};
  end  
endmodule
### ./run.sh
#!/bin/bash
# OpenROAD 26Q1-2900-gdf79404cd8, Yosys 0.63+post, stock flow scripts
make -C /OpenROAD-flow-scripts/flow DESIGN_CONFIG=/design/flow/config.mk WORK_HOME=/design/flow/orfs finish
==> CHANGELOG.md <==
### Implementation results

* Post-Synthesis Cells at 534
* Reg2reg end: TDI_Reg[227]
* Endpoints failing setup at 0
* Post-layout util at 59.1%
* All-layer global routing usage at 14.7%
* Wire length per cell at 15.0 µm
* Max Root-Sink Buffers at 3
* Final WS setup at 92.3 ps
* Die Area at 0.0226 mm²
* Vias at 4,813
* Io pins at 257
* TritonCTS clock tree: built
* GRT overflow at 0
* Register bank with the most flops: TDI_Reg
* Slew Viols, Final at 0
* WP data required at 1120 ps
* Status: finished clean
* IR drop worst, VDD at 818 µV
* IO buf count at 255
* Final hold violations at 0
* Initial antenna violation count at 0
* Crit path kind: reg2out
* Synth warn at 3
* Fin Hold WS at 133 ps
* Largest regs: TDI_Reg x253
* Post-CTS sizing at 1
* Worst Setup SP: TDI_Reg[0]
* RSZ-0062 raised after global routing: false
* FF-to-FF path depth at 1
* Post-CTS Setup Inserts at 0
* CP Capture Type: primary output
* Yosys stat area at 0.00881 mm²
* Count of tool warnings at 26
* Max Fclk at 765 MHz
* Ys flops at 253
* Top Layout Cells: dfxtp_1, clkdlybuf4s50_1, mux2_4, mux2_2, clkbuf_16
* First DRT Iteration DRCs at 114
* Drt drc at 0
* Syn_area_per_cell at 16.5 µm²
* Seq share, synth at 57.5%
* DRT Pass-1 Iters at 4
* Crit-path slowest cell: dfxtp_1
* Post-CTS Hold Buffers at 0
* Worst clock skew at 6.93 ps
* Final HPWL DP at 11,600 µm
* Worst Path Arrival at 1030 ps
* Overall die width at 150 µm
* Global-route wire length before repair at 25,000 µm
* # H-tree levels at 1
* Standard-cell rows at 53
* Post-layout minimum cycle time at 1310 ps
* PwrDens at 1350 mW/mm²
* Max reg flops at 253
* Area Growth Syn to Fin at 42.8%
* Crit share post-route at 93.4%
* Unique cell types at 6
* Clk latency late pin at 510 ps
* Crit start category: flip-flop
* Crit-path cells: dlygate4sd2_1
* Worst slew pin tran at 309 ps
* RR Startpoint: TDI_Reg[228]
* Synthesized cell area at 0.00881 mm²
* Slew margin rel. at 79.4%
* Worst setup path end: to_TDI
* Core Footprint at 0.0213 mm²
* Sum Neg Setup Slack at 0 ps
* Max FO, Critical Path at 1
* Clock sink total at 253
* CTS Buf Count at 27
* CP bufs+invs at 1
* Setup slack after placement at 100 ps
* Layout cells sized above 1 at 37.8%
* LEAKAGE at 5.42 nW
* Maximum number of pins on one net before global-route repair at 39
* Fp_density at 41.4%
* Yosys cell count at 534
* CP top delay family: flip-flops
* Setup slack, reg-to-reg at 710 ps
* CTS root buffer: clkbuf_16
* Worst path max stage delay at 290 ps
* Routed Antenna Nets at 0
* Crit path depth at 1
* Vias per cell at 4.37
* Vias in the first global route at 4,869
* Hold crit path type: in2reg
* Global placement routability congestion at 0.795
* Max cap viols at 0
* Die Y at 150 µm
* Final wirelength at 16,500 µm
* Clock-pin slew on the worst setup and hold paths at 60 ps
* ANT cells at 0
==> layout make-up <==
cell class | instances | area, µm²
clock buffer | 40 | 795
clock inverter | 7 | 63.8
fill | 1588 | 8700
multi-input combinational | 253 | 3480
sequential | 253 | 5060
tap | 275 | 344
timing repair buffer | 274 | 2840
==> stage by stage <==
step                      total power [mW]  instances  area [µm²]
after global placement                10.4       1055       11700
after global routing                  17.7       1102       12600
final                                 17.0       1102       12600
after floorplan                       9.49        534        8810
after CTS                             17.3       1102       12600
after detailed placement              10.4       1055       11700
==> how the worst min path moves through the flow <==
stage | startpoint | end | depth (start not counted)
finish | load | TDI_Reg[62] | 2
global route | load | TDI_Reg[48] | 2
CTS | load | TDI_Reg[64] | 2
==> cell usage after synthesis <==
master	count	area share (%)
and2_1	1	0.071
buf_2	8	0.45
buf_6	20	2.6
dfxtp_1	253	58
mux2_2	83	11
mux2_4	169	29
==> routing by layer <==
layer,vias to the layer above,routed length (µm),global-route usage (%)
li1,2406,-,-
met1,2199,7240,21.2
met2,176,6930,21.3
met3,32,1960,5.50
met4,0,398,3.69
met5,-,0,0
==> where the power goes <==
group | total [mW] | internal [mW] | leakage [nW] | switching [mW]
Sequential | 8.16 | 7.97 | 2.13 | 0.190
Combinational | 2.08 | 1.62 | 2.86 | 0.462
Clock | 6.75 | 4.08 | 0.428 | 2.67
Total | 17.0 | 13.7 | 5.42 | 3.32
==> cells by family after synthesis <==
group                  after synthesis  synth area share (%)
buffers and inverters               28                  3.01
flip-flops                         253                  57.5
AND/OR/NAND/NOR                      1                0.0711
multiplexers                       252                  39.4
Power figures rest on the tool's default switching activity, not on a simulated workload.
